==> flow/design.v <==
module REG_FILE (
    input                   [ 0 : 0]        clk,
    input                   [ 4 : 0]        rf_ra0,
    input                   [ 4 : 0]        rf_ra1,   
    input                   [ 4 : 0]        rf_wa,
    input                   [ 0 : 0]        rf_we,
    input                   [31 : 0]        rf_wd,
    output        reg          [31 : 0]        rf_rd0,
    output        reg          [31 : 0]        rf_rd1
);
    reg [31 : 0] reg_file [0 : 31];
    integer i;
    initial begin
        for (i = 0; i < 32; i = i + 1)
            reg_file[i] = 0;
    end
    always @(posedge clk) begin
        if(rf_we&&rf_wa!=0)begin
            reg_file[rf_wa] <= rf_wd;
        end  
    end
    always @(*) begin
        rf_rd0=reg_file[rf_ra0];
        rf_rd1=reg_file[rf_ra1];
    end
endmodule
==> flow/run.sh <==
#!/bin/bash
# OpenROAD 26Q1-2900-gdf79404cd8, Yosys 0.63+post, stock flow scripts
make -C /OpenROAD-flow-scripts/flow DESIGN_CONFIG=/design/flow/config.mk WORK_HOME=/design/flow/orfs finish
==> flow/config.mk <==
export PLATFORM = sky130hd
export DESIGN_NAME = REG_FILE
export DESIGN_NICKNAME = REG_FILE
export VERILOG_FILES = /design/flow/design.v
export SDC_FILE = /design/flow/constraint.sdc
export NUM_CORES = 4
export LEC_CHECK = 1
export CORE_UTILIZATION = 50
==> flow/constraint.sdc <==
current_design REG_FILE

set clk_period 7.5
set clk_io_pct 0.2

create_clock -name clk0 -period $clk_period [get_ports {clk}]

set non_clock_inputs [all_inputs -no_clocks]
set_input_delay [expr $clk_period * $clk_io_pct] -clock clk0 $non_clock_inputs
set_output_delay [expr $clk_period * $clk_io_pct] -clock clk0 [all_outputs]
==> impl_metrics.json <==
{
  "reg.largest.list": "reg_file x1024",
  "compound_area_share_pct": 8.048,
  "placedInstanceArea_sq_um": 51520,
  "cpPeakStageDelay_ns": 0.75,
  "cp-end-kind": "output port",
  "avgViaCountPerCell": 6.341,
  "detailedPlacementHpwl_mm": 83.87,
  "drive_gt1_share_pct": 8.902,
  "io_buffers": 112,
  "status": "complete, no violations",
  "slew_headroom_pct": 35.01,
  "final_cell_area_sq_um": 54990,
  "ant_nets": 0,
  "grt_pass1_vias": 32610,
  "post-cts-setup-buffers": 0,
  "antenna_found_initial": 1,
  "area_growth_pct": 12.79,
  "yosys_cells": 3386,
  "leakage_nw": 20.30,
  "finalCriticalPeriod_ns": 6.249,
  "setup_viol": 0,
  "drt_pass1_iterations": 6,
  "holdBufCountCts": 0,
  "openroad.warnings": 1247,
  "initial_core_util_pct": 50.42,
  "drtIter0Drc": 2182,
  "cts_root_buffer": "clkbuf_16",
  "grt_overflow_total": 0,
  "timing.fmax_ghz": 0.1600,
  "worst_slack_ns": 1.251,
  "hp-class": "in2reg",
  "mostFrequentLayoutCells": "mux2i_1 (1,024), edfxtp_1 (1,024), nand3_1 (194), nand2_1 (193)",
  "drt_wl_total_mm": 150.4,
  "min_path_cells": 2,
  "final_core_util_pct": 56.86,
  "ys_chip_area_sq_um": 48760,
  "critPathKind": "in2out",
  "pre_cts_slack_ns": 1.305,
  "start_kind": "input port",
  "rows": 114,
  "die_x_microns": 314.3,
  "grt_max_degree": 96,
  "cts_buffers": 110,
  "finalClockPeriodUsage_pct": 83.32,
  "regMostFlops": "reg_file",
  "critPathMostFrequentCell": "clkdlybuf4s50_1",
  "slew_violations": 0,
  "cts-htree-levels": 3,
  "track_usage_pct": 33.50,
  "synth-adder-area-share_pct": 0,
  "path_clk_slew_ns": 0.04,
  "die_area_sq_um": 98770,
  "wl_per_cell_microns": 30.80,
  "ys_types": 24,
  "met2_length_mm": 67.53,
  "min_from": "rf_wd[3]",
  "rsz0062_at_grt": "false",
  "fillers": 7353,
  "grt_pass1_wl_mm": 215.8,
  "synthTopLogicFamily": "multiplexers",
  "cts_buffer_depth": 3,
  "finalHoldViolCount": 0,
  "hold_end": "reg_file[14][3]",
  "coreArea_sq_um": 96710,
  "drt-met1-wl_mm": 52.33,
  "highest_layer": "met5",
  "place.gp.congestion": 0.8948,
  "drcViolationCount": 0,
  "post_cts_resized": 0,
  "peakVddDrop_mv": 0.1505,
  "ys_sh_xor_pct": 0,
  "slowest_stage": "nor2_4",
  "ios": 113,
  "cp_num_buf_inv": 3,
  "netlist_instances": 3386,
  "tritoncts": "built",
  "required_ns": 6.00,
  "drv_cap": 0,
  "path_delay_family": "buffers and inverters",
  "cp_max_fo": 80,
  "avgSynthCellArea_sq_um": 14.40,
  "yosysWarningCount": 1,
  "num_vias": 30960,
  "tightest_slew_ns": 0.9726,
  "synth_seq_share_pct": 63.07,
  "cts.sinks": 1024,
  "fin_setup_tns_ns": 0,
  "ys_ff": 1024,
  "ys_sh_simple_pct": 4.709,
  "cellPowerDensity_nw_per_um2": 218.8,
  "crit_arrival_ns": 4.75,
  "dieHeight_microns": 314.3,
  "dr_wl_met3_mm": 25.03,
  "netlist_area_sq_um": 48760,
  "largest_reg_flops": 1024,
  "timing.hold.ws_ns": 1.810,
  "mux_share_pct": 21.02,
  "cp_cell_sequence": "clkdlybuf4s50_1, nor2_4, buf_12, a22o_1, nor3_1, a31oi_1, nand3_1, clkdlybuf4s50_1",
  "antennaDiodeCount": 0
}
layer usage:
layer,vias to the layer above,global-route usage (%)
li1,13630,-
met1,15010,43.77
met2,1988,47.01
met3,332,23.59
met4,6,9.279
met5,-,1.644
report_power, final:
group / leakage [nW] / switching (mW) / total, mW / internal, mW
registers: 9.25 / 0.0334 / 6.44 / 6.40
logic: 9.37 / 0.743 / 1.19 / 0.450
clock network: 1.68 / 1.37 / 4.41 / 3.04
total: 20.3 / 2.15 / 12.0 / 9.89
cells in the mapped netlist:
master / count / area share, %
edfxtp_1: 1024 / 63
mux2i_1: 1024 / 21
nand2_1: 195 / 1.5
nand3_1: 194 / 2.0
a21oi_1: 192 / 2.0
a22oi_1: 192 / 3.0
a22o_1: 128 / 2.3
clkbuf_1: 82 / 0.63
a31oi_1: 64 / 0.82
nor3_1: 64 / 0.66
buf_2: 62 / 0.64
buf_4: 57 / 0.88
buf_6: 37 / 0.85
nor2_1: 34 / 0.26
buf_1: 11 / 0.085
nand3b_1: 5 / 0.077
clkbuf_4: 4 / 0.062
nand2b_1: 4 / 0.051
nor2b_1: 4 / 0.051
or3b_2: 3 / 0.054
and2_1: 2 / 0.026
or2_2: 2 / 0.026
conb_1: 1 / 0.0077
or3_1: 1 / 0.013
cell families after synthesis:
kind of cell	after synthesis
simple gates	508
other cells	1
buf+inv	253
compound gates	576
flops	1024
mux	1024
how the worst max path moves through the flow:
stage                 startpoint         end  slack, ns  cells past startpoint
after CTS              rf_ra1[0]  rf_rd1[24]       1.30                      8
after global routing   rf_ra1[0]  rf_rd1[13]       1.13                      8
final                  rf_ra1[0]  rf_rd1[24]       1.25                      8
per-stage QoR:
step | total power [mW] | std cells
after floorplan | 7.197 | 3417
after global placement | 7.703 | 4679
after detailed placement | 7.713 | 4679
after CTS | 12.90 | 4882
after global routing | 13.23 | 4882
final | 12.03 | 4882
final cells by class:
type                       instances  area, sq um  area share, %
clock buffer                     141         2975          5.411
clock inverter                    62        498.0         0.9056
multi-input combinational       2140        16890          30.71
sequential                      1024        30750          55.92
tap                             1276         1597          2.903
timing repair buffer             239         2285          4.155
No activity file was given, so power comes from the tool's default toggle rates.
