==> /design/flow/design.v <==
module Interval_Reg (
    input                  [ 0 : 0]            rst,
    input                  [ 0 : 0]            en,
    input                  [ 0 : 0]            flush,
    input                  [ 0 : 0]            stall,
    input                  [ 0 : 0]            clk,
    input                  [31 : 0]            i_pc_out,
    input                  [31 : 0]            i_pc_out_add4,
    input                  [31 : 0]            i_inst,
    input                  [ 4 : 0]            i_rf_ra0,
    input                  [ 4 : 0]            i_rf_ra1,
    input                  [ 4 : 0]            i_alu_op,
    input                  [ 3 : 0]            i_dmem_access,
    input                  [31 : 0]            i_imm,
    input                  [ 4 : 0]            i_rf_wa,
    input                  [ 0 : 0]            i_rf_we,
    input                  [ 1 : 0]            i_rf_wd_sel,
    input                  [ 0 : 0]            i_alu_src0_sel,
    input                  [ 0 : 0]            i_alu_src1_sel,
    input                  [ 3 : 0]            i_br_type,
    input                   [31 : 0]           i_rf_rd0,
    input                   [31 : 0]           i_rf_rd1,
    input                   [ 4 : 0]           i_dbg_reg_ra,
    input                   [31 : 0]           i_dbg_reg_rd,
    input                   [31 : 0]           i_alu_res,
    input                   [31 : 0]           i_dmem_rd_out,
    input                   [ 0 : 0]           i_commit,
    output                  [31 : 0]           o_pc_out,
    output                  [31 : 0]           o_pc_out_add4,
    output                  [31 : 0]           o_inst,
    output                  [ 4 : 0]           o_rf_ra0,
    output                  [ 4 : 0]           o_rf_ra1,    
    output                  [ 4 : 0]           o_alu_op,
    output                  [ 3 : 0]           o_dmem_access,
    output                  [31 : 0]           o_imm,
    output                  [ 4 : 0]           o_rf_wa,
    output                  [ 0 : 0]           o_rf_we,
    output                  [ 1 : 0]           o_rf_wd_sel,
    output                  [ 0 : 0]           o_alu_src0_sel,
    output                  [ 0 : 0]           o_alu_src1_sel,
    output                  [ 3 : 0]           o_br_type,
    output                   [31 : 0]          o_rf_rd0,
    output                   [31 : 0]          o_rf_rd1,
    output                   [ 4 : 0]          o_dbg_reg_ra,
    output                   [31 : 0]          o_dbg_reg_rd,
    output                   [31 : 0]          o_alu_res,
    output                   [31 : 0]          o_dmem_rd_out,
    output                   [ 0 : 0]          o_commit
);
    reg                  [31 : 0]            pc_out;
    reg                  [31 : 0]            pc_out_add4;
    reg                  [31 : 0]            inst;
    reg                  [ 4 : 0]            rf_ra0;
    reg                  [ 4 : 0]            rf_ra1;    
    reg                  [ 4 : 0]            alu_op;
    reg                  [ 3 : 0]            dmem_access;
    reg                  [31 : 0]            imm;
    reg                  [ 4 : 0]            rf_wa;
    reg                  [ 0 : 0]            rf_we;
    reg                  [ 1 : 0]            rf_wd_sel;
    reg                  [ 0 : 0]            alu_src0_sel;
    reg                  [ 0 : 0]            alu_src1_sel;
    reg                  [ 3 : 0]            br_type;
    reg                   [31 : 0]           rf_rd0;
    reg                   [31 : 0]           rf_rd1;
    reg                   [ 4 : 0]           dbg_reg_ra;
    reg                   [31 : 0]           dbg_reg_rd;
    reg                   [31 : 0]           alu_res;
    reg                   [31 : 0]           dmem_rd_out;
    reg                   [ 0 : 0]           commit;
    assign o_pc_out=pc_out;
    assign o_pc_out_add4=pc_out_add4;
    assign o_inst=inst;
    assign o_rf_ra0=rf_ra0;
    assign o_rf_ra1=rf_ra1;
    assign o_alu_op=alu_op;
    assign o_dmem_access=dmem_access;
    assign o_imm=imm;
    assign o_rf_wa=rf_wa;
    assign o_rf_we=rf_we;
    assign o_rf_wd_sel=rf_wd_sel;
    assign o_alu_src0_sel=alu_src0_sel;
    assign o_alu_src1_sel=alu_src1_sel;
    assign o_br_type=br_type;
    assign o_rf_rd0=rf_rd0;
    assign o_rf_rd1=rf_rd1;
    assign o_dbg_reg_ra=dbg_reg_ra;
    assign o_dbg_reg_rd=dbg_reg_rd;
    assign o_alu_res=alu_res;
    assign o_dmem_rd_out=dmem_rd_out;
    assign o_commit=commit;
always @(posedge clk) begin
    if (rst) begin
        pc_out<=32'h00000000;
        pc_out_add4<=32'h00000000;
        inst<=32'h00000000;
        rf_ra0<=5'b00000;
        rf_ra1<=5'b00000;
        alu_op<=5'b00000;
        dmem_access<=4'hf;
        imm<=32'h00000000;
        rf_wa<=5'b00000;
        rf_we<=1'b0;
        rf_wd_sel<=2'b00;
        alu_src0_sel<=1'b0;
        alu_src1_sel<=1'b0;
        br_type<=4'b0000;
        rf_rd0<=32'h00000000;
        rf_rd1<=32'h00000000;
        dbg_reg_ra<=5'b00000;
        dbg_reg_rd<=32'h00000000;
        alu_res<=5'b00000;
        dmem_rd_out<=32'h00000000;
        commit<=1'b0;
    end
    else if (en) begin
        if(flush)begin
            pc_out<=32'h00000000;
            pc_out_add4<=32'h00000000;
            inst<=32'h00000000;
            rf_ra0<=5'b00000;
            rf_ra1<=5'b00000;            
            alu_op<=5'b00000;
            dmem_access<=4'hf;
            imm<=32'h00000000;
            rf_wa<=5'b00000;
            rf_we<=1'b0;
            rf_wd_sel<=2'b00;
            alu_src0_sel<=1'b0;
            alu_src1_sel<=1'b0;
            br_type<=4'b0000;
            rf_rd0<=32'h00000000;
            rf_rd1<=32'h00000000;
            dbg_reg_ra<=5'b00000;
            dbg_reg_rd<=32'h00000000;
            alu_res<=5'b00000;
            dmem_rd_out<=32'h00000000;
            commit<=1'b0;
        end
        else if(stall)begin
            pc_out<=pc_out;
            pc_out_add4<=pc_out_add4;
            inst<=inst;
            rf_ra0<=rf_ra0;
            rf_ra1<=rf_ra1;            
            alu_op<=alu_op;
            dmem_access<=dmem_access;
            imm<=imm;
            rf_wa<=rf_wa;
            rf_we<=rf_we;
            rf_wd_sel<=rf_wd_sel;
            alu_src0_sel<=alu_src0_sel;
            alu_src1_sel<=alu_src1_sel;
            br_type<=br_type;
            rf_rd0<=rf_rd0;
            rf_rd1<=rf_rd1;
            dbg_reg_ra<=dbg_reg_ra;
            dbg_reg_rd<=dbg_reg_rd;
            alu_res<=alu_res;
            dmem_rd_out<=dmem_rd_out;
            commit<=commit;
        end
        else begin
            pc_out<=i_pc_out;
            pc_out_add4<=i_pc_out_add4;
            inst<=i_inst;
            rf_ra0<=i_rf_ra0;
            rf_ra1<=i_rf_ra1;            
            alu_op<=i_alu_op;
            dmem_access<=i_dmem_access;
            imm<=i_imm;
            rf_wa<=i_rf_wa;
            rf_we<=i_rf_we;
            rf_wd_sel<=i_rf_wd_sel;
            alu_src0_sel<=i_alu_src0_sel;
            alu_src1_sel<=i_alu_src1_sel;
            br_type<=i_br_type;
            rf_rd0<=i_rf_rd0;
            rf_rd1<=i_rf_rd1;
            dbg_reg_ra<=i_dbg_reg_ra;
            dbg_reg_rd<=i_dbg_reg_rd;
            alu_res<=i_alu_res;
            dmem_rd_out<=i_dmem_rd_out;
            commit<=i_commit;
        end
    end
end
endmodule
==> /design/flow/config.mk <==
export PLATFORM = sky130hd
export DESIGN_NAME = Interval_Reg
export DESIGN_NICKNAME = Interval_Reg
export VERILOG_FILES = /design/flow/design.v
export SDC_FILE = /design/flow/constraint.sdc
export NUM_CORES = 4
export LEC_CHECK = 1
export CORE_AREA = 10 10 319 319
export DIE_AREA = 0 0 329 329
==> /design/flow/constraint.sdc <==
current_design Interval_Reg

set clk_period 26.7
set clk_io_pct 0.2

create_clock -name clk0 -period $clk_period [get_ports {clk}]

set non_clock_inputs [all_inputs -no_clocks]
set_input_delay [expr $clk_period * $clk_io_pct] -clock clk0 $non_clock_inputs
set_output_delay [expr $clk_period * $clk_io_pct] -clock clk0 [all_outputs]
==> /design/flow/run.sh <==
#!/bin/bash
# OpenROAD 26Q1-2900-gdf79404cd8, Yosys 0.63+post, stock flow scripts
make -C /OpenROAD-flow-scripts/flow DESIGN_CONFIG=/design/flow/config.mk WORK_HOME=/design/flow/orfs finish
==> flow_summary.ini <==
; yosys + openroad results
[critical_path]
worst_setup_path_startpoint = en[0]
cp_slowest_stage_delay_ns = 0.63
critical_path.endpoint_type = flip-flop
worst_r2r_startpoint = rf_rd1[29]$_SDFFE_PP0P_
crit_arrival_ns = 8.49
timing.setup.critical_path_class = input port to flip-flop
reg2reg_depth = 2
timing.critical_path.from_type = input port
critical_path.max_fanout = 143
critPathRequiredTime_ns = 27.06
timing.critical_path.slowest_stage_cell = clkdlybuf4s50_1
crit_end = imm[20]$_SDFFE_PP0P_
r2r_setup_slack_ns = 25.94
r2r_end = rf_rd1[29]$_SDFFE_PP0P_
cpMostUsedCell = buf_4
crit_path_cell_trace = clkdlybuf4s50_1 > nor3b_2 > buf_12 > buf_4 > buf_4 > nand2_1 > a21oi_1

[place]
hpwl_after_detailed_placement_mm = 44.0
gp_congestion = 0.850
pre_cts_slack_ns = 18.05
placement.io_buffers = 658

[clock_tree]
cts_root_buffer = clkbuf_16
cts_post_setup_buffers_inserted = 0
cts.htree.levels = 2
post_cts_hold_buffer_count = 0
numClockSinks = 327
cts_tree = done
num_cts_buffers = 41
clock.latency.late_pin_ns = 0.44
cts_resized = 0
clockBufferDepth = 3
path_clk_slew_ns = 0.04

[outcome]
run_status = finished clean

[grt]
grt_antenna_before_repair = 15
vias_in_the_first_global_route = 12400
gr-usage-met1_pct = 13.7
met3_routing_resource_usage_after_global_routing_pct = 5.99
grtUsageTotal_pct = 10.7
grt_pass1_wl_mm = 86.0
grt_remaining_overflow = 0
met2_usage_pct = 15.9
gr-max-usage-layer = met2
grt_start_max_net_pins = 144

[timing]
fin_crit_sh_pct = 30.4
final.setup.worst_slack_ns = 18.57
setup_viol = 0
fmax_mhz = 123
fin_setup_tns_ns = 0
slew_headroom_pct = 48.2
report.final.hold_viol_count = 0
finalClockSkew_ns = 0
slew_violations = 0
final_period_minus_worst_setup_slack_ns = 8.13
worst_hold_slack_after_final_layout_ns = 0.466
rsz_0062_raised_after_global_routing = false
tightestPinTransition_ns = 0.777

[pwr]
power.switching_fraction_pct = 17.5
switching_power_uw = 195
power_frac_clock_pct = 42.6
p_comb_share_pct = 11.5
leakagePower_uw = 0.00666
power.share.sequential_pct = 45.9
internal-power_uw = 915
p_per_area_nw_per_um2 = 53.4
vdd_ir_drop_max_mv = 0.0459

[floorplanning]
floorplan.die_area_um2 = 108000
placeableCoreArea_um2 = 94900
die_width_um = 329
floorplanUtilization_pct = 12.4
io-pin-count = 659
die_h_um = 329
core.rowCount = 113

[logic_synthesis]
yosys_most_used_dff = dfxtp_1
number_of_synthesized_flops_with_an_enable_pin = 0
synth.ff_latch_count = 327
ys_async_sr_fraction_pct = 0
syn-cell-area_um2 = 11800
synth-warning-count = 1
synth-seq-area-share_pct = 55.7
post-synth-top-area-cell = dfxtp_1
yosysChipArea_um2 = 11800
ys_types = 16
synth.yosys.num_cells = 1457
ys_top_cells_by_area = dfxtp_1 (56%), a21oi_1 (14%), o21ai_0 (14%), nand2_1 (10%), clkbuf_1 (3.1%)
synth.avg_cell_area_um2 = 8.07
synth_cells = 1457
synth.top_cells.by_count = a21oi_1 (327), dfxtp_1 (327), nand2_1 (323), o21ai_0 (323), clkbuf_1 (98)
yosys.area.top_type_share_pct = 55.7

[drt]
routedWlPerCell_um = 18.3
vias_per_cell = 3.80
wl_mm = 60.9
ant_nets = 0
drt_pre_antenna_iters = 5
detailedRoute.firstIterationViolations = 648
detailroute.via_count = 12600
route.detailed.drc = 0

[job]
max_cap_violations = 0
openroad.warnings = 496

[layout]
fillCellCount = 10400
final_core_util_pct = 21.9
comb_area_um2 = 4540
area_growth_syn_to_layout_pct = 76.9
drive_gt1_share_pct = 4.23
register_area_um2 = 6550

[min_path]
hold_path.class = flip-flop to flip-flop
[per-layer routing]
metal  up-vias  share of wire [%]
met2       534                 43
met1      5907                 42
li1       6098                  -
met4        20                1.8
met5         -               0.21
met3        79                 13
[cell type report]
| class | count | area share, % |
|---|---|---|
| Clock inverter | 15 | 0.837 |
| Multi-Input combinational cell | 985 | 21.8 |
| Clock buffer | 57 | 5.76 |
| Sequential cell | 327 | 31.5 |
| Inverter | 1 | 0.0542 |
| Antenna cell | 4 | 0.0482 |
| Tap cell | 1265 | 7.61 |
| Timing Repair Buffer | 674 | 32.3 |
[kinds of logic after synthesis]
family	synth area share, %
AND-OR/OR-AND	27.7
AND/OR/NAND/NOR	10.9
flip-flops	55.7
buffers and inverters	5.77
[sequential cells by signal (all words and copies together) (netlist names), 4 cells and up]
name / count
alu_res: 32
dbg_reg_rd: 32
dmem_rd_out: 32
imm: 32
inst: 32
pc_out: 32
pc_out_add4: 32
rf_rd0: 32
rf_rd1: 32
alu_op: 5
dbg_reg_ra: 5
rf_ra0: 5
rf_ra1: 5
rf_wa: 5
br_type: 4
dmem_access: 4
[critical path: cells and delay by family]
family | cells | cell delay [ns]
simple gates | 2 | 0.42
buf+inv | 4 | 2.41
compound gates | 1 | 0.17
[power by group through the flow]
stage / combinational (µW) / clock [µW] / sequential, µW
CTS: 130 / 595 / 508
global route: 138 / 612 / 509
finish: 127 / 473 / 509
[cell usage in the layout, fill, tap and decap left out]
cell             synthesis  layout
a21oi_1                327     327
buf_12                   0       1
buf_4                    8      15
buf_8                    0       1
bufinv_16                0       3
clkbuf_1                98       6
clkbuf_16                0      42
clkbuf_8                 0       9
clkdlybuf4s50_1          0     657
clkinv_2                 0       7
clkinv_4                 0       2
clkinv_8                 0       1
clkinvlp_4               0       2
dfxtp_1                327     327
diode_2                  0       4
inv_8                    0       1
nand2_1                323     323
nand2b_1                 1       1
nor2_1                   4       4
nor2b_4                  0       1
nor3_1                   4       4
nor3b_2                  0       1
o21ai_0                323     323
or3b_2                   1       1
[how the worst min path moves through the flow]
stage,start,depth (start not counted),to,slack (ns)
6_report,rf_rd1[4]$_SDFFE_PP0P_,2,rf_rd1[4]$_SDFFE_PP0P_,0.47
4_1_cts,rf_rd1[25]$_SDFFE_PP0P_,2,rf_rd1[25]$_SDFFE_PP0P_,0.47
5_1_grt,dbg_reg_rd[4]$_SDFFE_PP0P_,2,dbg_reg_rd[4]$_SDFFE_PP0P_,0.49
[through the flow]
step,instance area [µm²],std cells,power [µW]
2_1_floorplan,11800,1457,552
3_5_place_dp,19400,3252,647
4_1_cts,20800,3324,1230
5_1_grt,20800,3324,1260
3_3_place_gp,19400,3252,647
6_report,20800,3328,1110
Power is estimated from default activity; no workload was simulated.
