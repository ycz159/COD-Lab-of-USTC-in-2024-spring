==> flow/design.v <==
module Forwarding (
    input           [0:0]   rf_we_mem,
    input           [0:0]   rf_we_wb,
    input           [4:0]   rf_wa_mem,
    input           [4:0]   rf_wa_wb,
    input           [31:0]  rf_wd_mem,
    input           [31:0]  rf_wd_wb,
    input           [4:0]   rf_ra0_ex,
    input           [4:0]   rf_ra1_ex,
    input           [1:0]   rf_wd_sel_mem,
    input           [31:0]  dmem_rd_out_MEM,
    output   reg    [0:0]   f_rf_rd0_fe,
    output   reg    [0:0]   f_rf_rd1_fe,
    output   reg    [31:0]  f_rf_rd0_fd,
    output   reg    [31:0]  f_rf_rd1_fd,
    output   reg    [0:0]   rf_rd0_fe,
    output   reg    [0:0]   rf_rd1_fe,
    output   reg    [31:0]  rf_rd0_fd,
    output   reg    [31:0]  rf_rd1_fd
);
always @(*) begin
    case (rf_wd_sel_mem)
        2'b10:begin
            if(rf_we_mem && rf_wa_mem)begin
                if(rf_ra0_ex == rf_wa_mem)begin
                    f_rf_rd0_fe=1'b1;
                    f_rf_rd0_fd=dmem_rd_out_MEM;
                    rf_rd0_fe=1'b0;
                    rf_rd0_fd=32'h00000000;
                end
                else begin
                    f_rf_rd0_fe=1'b0;
                    f_rf_rd0_fd=32'h00000000;
                    rf_rd0_fe=1'b0;
                    rf_rd0_fd=32'h00000000;                    
                end
                if(rf_ra1_ex == rf_wa_mem)begin
                    f_rf_rd1_fe=1'b1;
                    f_rf_rd1_fd=dmem_rd_out_MEM;
                    rf_rd1_fe=1'b0;
                    rf_rd1_fd=32'h00000000;
                end
                else begin
                    f_rf_rd1_fe=1'b0;
                    f_rf_rd1_fd=32'h00000000;
                    rf_rd1_fe=1'b0;
                    rf_rd1_fd=32'h00000000;
                end
            end
            else begin              
                f_rf_rd0_fe=1'b0;
                f_rf_rd1_fe=1'b0;
                f_rf_rd0_fd=32'h00000000;
                f_rf_rd1_fd=32'h00000000;
                rf_rd0_fe=1'b0;
                rf_rd1_fe=1'b0;
                rf_rd0_fd=32'h00000000;
                rf_rd1_fd=32'h00000000;        
            end
        end
        default: begin
            if(rf_we_mem && rf_wa_mem)begin
                if(rf_ra0_ex == rf_wa_mem)begin
                    f_rf_rd0_fe=1'b0;
                    f_rf_rd0_fd=32'h00000000;
                    rf_rd0_fe=1'b1;
                    rf_rd0_fd=rf_wd_mem;
                end
                else if(rf_ra0_ex == rf_wa_wb)begin
                    f_rf_rd0_fe=1'b0;
                    f_rf_rd0_fd=32'h00000000;
                    rf_rd0_fe=1'b1;
                    rf_rd0_fd=rf_wd_wb;
                end
                else begin
                    f_rf_rd0_fe=1'b0;
                    f_rf_rd0_fd=32'h00000000;
                    rf_rd0_fe=1'b0;
                    rf_rd0_fd=32'h00000000;
                end
                if(rf_ra1_ex == rf_wa_mem)begin
                    f_rf_rd1_fe=1'b0;
                    f_rf_rd1_fd=32'h00000000;
                    rf_rd1_fe=1'b1;
                    rf_rd1_fd=rf_wd_mem;
                end
                else if(rf_ra1_ex == rf_wa_wb)begin
                    f_rf_rd1_fe=1'b0;
                    f_rf_rd1_fd=32'h00000000;
                    rf_rd1_fe=1'b1;
                    rf_rd1_fd=rf_wd_wb;
                end
                else begin
                    f_rf_rd1_fe=1'b0;
                    f_rf_rd1_fd=32'h00000000;
                    rf_rd1_fe=1'b0;
                    rf_rd1_fd=32'h00000000;
                end
            end
            else begin
                f_rf_rd0_fe=1'b0;
                f_rf_rd1_fe=1'b0;
                f_rf_rd0_fd=32'h00000000;
                f_rf_rd1_fd=32'h00000000;
                rf_rd0_fe=1'b0;
                rf_rd1_fe=1'b0;
                rf_rd0_fd=32'h00000000;
                rf_rd1_fd=32'h00000000;
            end                            
        end
    endcase
end
endmodule  
==> flow/run.sh <==
#!/bin/bash
# OpenROAD 26Q1-2900-gdf79404cd8, Yosys 0.63+post, stock flow scripts
make -C /OpenROAD-flow-scripts/flow DESIGN_CONFIG=/design/flow/config.mk WORK_HOME=/design/flow/orfs finish
==> flow/config.mk <==
export PLATFORM = sky130hd
export DESIGN_NAME = Forwarding
export DESIGN_NICKNAME = Forwarding
export VERILOG_FILES = /design/flow/design.v
export SDC_FILE = /design/flow/constraint.sdc
export NUM_CORES = 4
export LEC_CHECK = 1
export CORE_AREA = 10 10 120 120
export DIE_AREA = 0 0 130 130
==> flow/constraint.sdc <==
current_design Forwarding

set clk_period 5.6
set clk_io_pct 0.2

create_clock -name clk0 -period $clk_period

set non_clock_inputs [all_inputs -no_clocks]
set_input_delay [expr $clk_period * $clk_io_pct] -clock clk0 $non_clock_inputs
set_output_delay [expr $clk_period * $clk_io_pct] -clock clk0 [all_outputs]
==> run notes <==
The flow ran to the end, and the final reports show no timing, DRC or antenna violations. For the placer's final routability congestion estimate, the log shows 0.8762. In this run switching power makes up 51.40% of total power. After layout, the minimum clock period comes to 4.851 ns.

The run gives 112.1% for the post-synthesis to final-layout area growth. With the power per cell area at 52.47 nW/µm², the required time of the critical path is 4.48 ns. With the residual overflow from global routing at 0, the count of max-cap constraint violations is 0.

The number of hold-repair buffers added at the cts stage came out at 0. The cell count after synthesis came out at 352. The kind of cell with the highest combined delay on the critical path was buffers and inverters. According to the hold report, the worst path is of the primary input to output port type.

At the floorplan stage, the core utilization is reported as 19.07%. The flop count came out at 0. The script logs the ratio of routed vias to standard cells as 5.284. The count of buffers inserted at the top-level ports came out at 251. The chip area came out at 16,900 µm². Looking at the power breakdown, the clock network takes 0% of the total. On the critical path the data arrives at 3.73 ns. The tool warning count came out at 33.

Setup repair after global routing left no endpoint under its margin. The first global-routing pass estimated 22,600 µm of wire. In this run, post-CTS repair resized a total of 0 instances. The run gives 0 ns for the setup TNS. The number of placement rows is 40. For this design the total switching power over the nets is 0.0001299 W. The area of the core is 11,910 µm².

With the residual DRC count at 0, the number of pins exceeding their max-slew limit in the final report is 0. The tools report the proportion of synthesized chip area in sequential cells as 0%. The critical path goes through clkdlybuf4s50_1 > xnor2_1 > and3_1 > nand2_1 > buf_12 > a221oi_1 > clkdlybuf4s50_1. The initial antenna violation count is 0. The run gives 24.68% for the share of Yosys cell area claimed by the top area cell type.

STA classifies the critical path startpoint as a primary input. Along the worst path, the maximum fanout reaches 21. For this run, the final setup violation count is recorded as 0. With the internal power at 0.0001228 W, the total area of sequential cells is 0 µm². The pin closest to its max-slew limit shows a slew of 0.6833 ns. The cell repeated most along the worst path was clkdlybuf4s50_1.

In this run the VDD rail shows a maximum IR drop of 0.05098 mV. The height of the die was 130 µm; the portion of total power attributed to sequential cells was 0%. Entering global routing, the biggest net connects 67 pins. Global routing consumed, over all layers together, 16.69% of the routing resources.

Combinational logic is responsible for 100.0% of the overall power. The mean area per synthesized cell was 6.451 µm²; the filler-free cell count of the finished design was 712. With the post-route core utilization at 40.44%, the floorplan die width is 130 µm. The critical path in this run is classified as primary input to output port.

The tools report the kind of capture point of the worst setup path as an output port. The fraction of layout cells with a size suffix above 1 works out to 6.372%. The total placed cells including tap cells was 712; the number of antenna cells inserted was 0.

Buffers plus inverters on the worst setup path: 3. Total power for the finished layout comes to 0.0002528 W. The number of detailed-route iterations in the first pass is 7.

The HPWL after detailed placement is 11,310 µm. Headroom to the max-slew limit came out at 54.45%. The final hold violation count recorded for this run is 0. The number of clock buffer instances in the layout is 0. For this run, the top clock speed supported by timing is 206.2 MHz. Post-synthesis, Yosys gives the total cell area as 2271 µm². Counting buffers and inverters, the worst setup path is 7 cells deep.

The DRC violation total after the first TritonRoute iteration was 452. The number of cells in Yosys stat was 352; the number of distinct library cells after synthesis was 23. The cell type with the highest aggregate area in the netlist was a221oi_1. On the worst path, the slowest cell contributes a delay of 0.65 ns. The area of the mapped netlist came out at 2271 µm². For reference, the top cells by area after synthesis are a221oi_1, nand3_1, o21ai_0, and2_1, xnor2_1. OpenROAD reports that the post-layout worst path occupies 86.62% of the period. The largest individual stage delay along the critical path comes from the cell clkdlybuf4s50_1. Per the detail_route report, routed wire per instance is 21.40 µm. The number of cells on the worst hold path is listed as 3. The top-level I/O count was 252.

After clock tree synthesis, the setup repair step added 0 buffers. The run gives 3,613 for the via count of the first global-routing pass. Count of warnings emitted by yosys: 1.

The run gives 15,240 µm as the detailed-route wire length. The routed via count is 3,762. Once detail routing completed, the nets flagged for antenna violations numbered 0.

The static leakage was 1.472 nW.
==> stage by stage <==
step | setup WS, ns | area, µm² | hold WS (ns)
2_1_floorplan | 2.194 | 2271 | 2.312
3_3_place_gp | 0.7310 | 4817 | 3.184
3_5_place_dp | 0.6948 | 4817 | 3.191
4_1_cts | 0.6674 | 4817 | 3.191
5_1_grt | 0.5718 | 4817 | 3.209
6_report | 0.7493 | 4817 | 3.184
==> placed cells by master, fill, tap and decap left out, drive strengths merged <==
master | Yosys | routed
o2111ai | 1 | 1
o21ai | 64 | 64
and2 | 66 | 66
a21oi | 2 | 2
o221ai | 1 | 1
and3 | 2 | 2
a221oi | 64 | 64
nand3 | 68 | 68
or4 | 1 | 1
clkdlybuf4s50 | 0 | 251
buf | 25 | 15
nor3 | 4 | 4
inv | 2 | 2
xor2 | 6 | 6
xnor2 | 14 | 14
nand2 | 4 | 4
==> synth_stat cells <==
cell	n
nand3_1	67
a221oi_1	64
o21ai_0	64
and2_1	51
clkbuf_1	25
xnor2_1	14
buf_2	13
and2_4	9
and2_2	6
buf_4	6
buf_6	6
xor2_1	6
nand2_1	4
clkbuf_2	3
a21oi_1	2
and3_1	2
inv_1	2
nor3_1	2
nor3_4	2
nand3_2	1
o2111ai_4	1
o221ai_2	1
or4_4	1
==> worst paths after layout <==
kind | startpoint | end | slack (ns)
setup / recovery | rf_wa_mem[0] | rf_rd0_fd[30] | 0.75
hold / removal | dmem_rd_out_MEM[25] | f_rf_rd1_fd[25] | 3.18
==> routing by layer <==
metal  vias to the layer above  global-route usage [%]  share of wire, %
li1                       1774                       -                 -
met1                      1756                   22.67                39
met2                       223                   28.06                51
met3                         9                   3.169               9.1
met4                         0                   1.058              0.47
met5                         -                       0                 0
==> power by group through the flow <==
stage | combinational, W | sequential [W] | clock [W]
4_1_cts | 0.000253 | 0 | 0
5_1_grt | 0.000272 | 0 | 0
6_report | 0.000253 | 0 | 0
==> kinds of logic after synthesis <==
logic type | after synthesis | share of synthesized area (%)
compound gates | 132 | 41.05
xor+xnor | 20 | 7.714
buf+inv | 55 | 12.95
simple gates | 145 | 38.29
==> area by class of cell <==
cell class | instances | area, µm²
inverters | 2 | 7.507
fillers | 1200 | 7094
well taps | 147 | 183.9
repair buffers | 266 | 2638
multi-input cells | 297 | 1988
Power figures rest on the tool's default switching activity, not on a simulated workload.
